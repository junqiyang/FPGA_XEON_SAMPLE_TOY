[config.mk]
export PLATFORM = sky130hd
export DESIGN_NAME = count
export DESIGN_NICKNAME = count
export VERILOG_FILES = /design/flow/design.v
export SDC_FILE = /design/flow/constraint.sdc
export NUM_CORES = 4
export LEC_CHECK = 1
export CORE_AREA = 10 10 243 243
export DIE_AREA = 0 0 253 253
[constraint.sdc]
current_design count

set clk_period 7.0
set clk_io_pct 0.2

create_clock -name clk0 -period $clk_period [get_ports {clk}]

set non_clock_inputs [all_inputs -no_clocks]
set_input_delay [expr $clk_period * $clk_io_pct] -clock clk0 $non_clock_inputs
set_output_delay [expr $clk_period * $clk_io_pct] -clock clk0 [all_outputs]
[design.v]
module count(
    done, result,
    clk, rst, start, data_set, object
);
    input clk;
    input rst;
    input start;
    input [511:0] data_set;
    input [31:0] object;
    output reg done;
    output reg[31:0] result;
    reg [31:0] cp1 = 9;
    reg [31:0] cp2 = 9;
    reg [31:0] cp3 = 9;
    reg [31:0] cp4 = 9;
    reg [31:0] cp5 = 9;
    reg [31:0] cp6 = 9;
    reg [31:0] cp7 = 9;
    reg [31:0] cp8 = 9;
    reg [31:0] cp9 = 9;
    reg [31:0] cp10 = 9;
    reg [31:0] cp11 = 9;
    reg [31:0] cp12 = 9;
    reg [31:0] cp13 = 9;
    reg [31:0] cp14 = 9;
    reg [31:0] cp15 = 9;
    reg [31:0] cp16 = 9;
    localparam [2:0]
     FSM_IDLE = 3'd0,
     FSM_COM = 3'd1,
     FSM_SUM = 3'd2,
     FSM_SUM2 = 3'd3,
     FSM_SUM3 = 3'd4,
     FSM_SUM4 = 3'd5,
     FSM_DONE = 3'd6;
    reg [2:0] fsm_cs,fsm_ns;
    always @ (posedge clk) begin
      if(rst) fsm_cs <= FSM_IDLE;
      else     fsm_cs <= fsm_ns; 
    end
    always @ (posedge clk) begin
        fsm_ns = fsm_cs;
        done = 1'b0;
        case(fsm_cs)
           FSM_IDLE: begin
               if(start) begin
               result = 32'd0;
               cp1 <= 32'd9;
               cp2 <= 32'd9;
               cp3 <= 32'd9;
               cp4 <= 32'd9;
               cp5 <= 32'd9;
               cp6 <= 32'd9;
               cp7 <= 32'd9;
               cp8 <= 32'd9;
               cp9 <= 32'd9;
               cp10 <= 32'd9;
               cp11 <= 32'd9;
               cp12 <= 32'd9;
               cp13 <= 32'd9;
               cp14 <= 32'd9;
               cp15 <= 32'd9;
               cp16 <= 32'd9;
               fsm_ns = FSM_COM;                  
               end
           end
           FSM_COM: begin
               cp1 <= (object == data_set[31:0]);
               cp2 <= (object == data_set[63:32]);
               cp3 <= (object == data_set[95:64]);
               cp4 <= (object == data_set[127:96]);
               cp5 <= (object == data_set[159:128]);
               cp6 <= (object == data_set[191:160]);
               cp7 <= (object == data_set[223:192]);
               cp8 <= (object == data_set[255:224]);
               cp9 <= (object == data_set[287:256]);
               cp10 <= (object == data_set[319:288]);
               cp11 <= (object == data_set[351:320]);
               cp12 <= (object == data_set[383:352]);
               cp13 <= (object == data_set[415:384]);
               cp14 <= (object == data_set[447:416]);
               cp15 <= (object == data_set[479:448]);
               cp16 <= (object == data_set[511:480]);
               fsm_ns = FSM_SUM;    
           end
           FSM_SUM: begin
               result <= cp1 + cp2 + cp3 + cp4 + cp5 + cp6 + cp7 + cp8 + cp9 + cp10 + cp11 + cp12 + cp13 + cp14 + cp15 + cp16;
               fsm_ns = FSM_DONE;
           end
           FSM_DONE: begin
               done = 1'b1;
               fsm_ns = FSM_IDLE;
            end            
        endcase
    end
endmodule
[run.sh]
#!/bin/bash
# OpenROAD 26Q1-2900-gdf79404cd8, Yosys 0.63+post, stock flow scripts
make -C /OpenROAD-flow-scripts/flow DESIGN_CONFIG=/design/flow/config.mk WORK_HOME=/design/flow/orfs finish
==> Implementation_results.wiki <==
=== Physical design figures ===
{| class="wikitable"
! Metric !! Value
|-
| Result of the run || finished, final reports clean
|-
| Cells taking the most area after synthesis || sky130_fd_sc_hd__xor2_1 (55%), sky130_fd_sc_hd__edfxtp_1 (9.1%), sky130_fd_sc_hd__nor4_1 (9.1%)
|-
| Detailed-route wire length per cell || 21.38 µm
|-
| Count of library flops with an enable pin || 25
|-
| Logic gate share of total power || 0.759
|-
| Tally of buffers added on design ports || 555
|-
| Final weighted congestion in routability-driven placement || 0.9692
|-
| Maximum frequency from static timing analysis || 211.9 MHz
|-
| Share of async-settable or async-resettable flops after synthesis || 0
|-
| TritonCTS buffer count || 5
|-
| Mean post-synth cell area || 8.979 µm²
|-
| Arrival time reported for the critical path endpoint || 4740 ps
|-
| Final worst path period need || 4720 ps
|-
| Worst min path class || reg -> reg
|-
| Final global-route overflow total || 0
|-
| Sequential cell fraction of total power || 0.139
|-
| Number of global-route vias before repair || 9065
|-
| Hold-fix buffer count after cts || 0
|-
| Pin slew with the least headroom to its limit || 891.1 ps
|-
| Cell chosen for the clock root || sky130_fd_sc_hd__clkbuf_16
|-
| Number of synthesized register bits || 32
|-
| Nature of the critical path startpoint || flop
|-
| Slowest cell on the critical path || sky130_fd_sc_hd__fa_1
|-
| Number of DRC markers after the initial detailed-route iteration || 304
|-
| Setup repair after global routing missed its margin || false
|-
| Net switching component of the power || 0.7556 mW
|-
| Total wire length after detailed routing || 45880 µm
|-
| First-pass GRT wire length || 63400 µm
|-
| Buffers from clock root to sink, at most || 2
|-
| Number of warning messages in the yosys log || 1
|-
| Post-detailed-route DRC marker count || 0
|-
| Proportion of synthesized chip area in sequential cells || 0.1081
|-
| Proportion of power drawn by the clock network || 0.102
|-
| Commonest cells post-synth || sky130_fd_sc_hd__xor2_1 (513), sky130_fd_sc_hd__nor4_1 (120), sky130_fd_sc_hd__buf_6 (38)
|-
| Final core area utilization || 0.2664
|-
| GR met1 Demand/Resource || 0.1817
|-
| Detailed Place HPWL || 41180 µm
|-
| Worst max-slew margin expressed relative to the limit || 0.4005
|-
| Number of maximum-capacitance violations || 0
|-
| Most popular library cell in the synthesized design by count || sky130_fd_sc_hd__xor2_1
|-
| Insertion Delay late pin || 270 ps
|-
| Post-CTS setup-driven buffer insertion count || 0
|-
| Post-Syn Area || 8243 µm²
|-
| Area occupied by multi-input gates || 6486 µm²
|-
| Horiz. Die Dim || 253 µm
|-
| Most instantiated flip-flop cell in the synthesis netlist || sky130_fd_sc_hd__edfxtp_1
|-
| Worst Setup Path Type || reg -> reg
|-
| Area of the core || 53810 µm²
|-
| IO Count || 580
|-
| Total Negative Setup Slacks || 0 ps
|-
| Share of the clock period used by the worst path after layout || 0.6743
|-
| Number of gates resized after cts || 0
|-
| Share of post-route cells with drive strength above 1 || 0.03586
|-
| Number of cells in Yosys stat || 918
|-
| Fill cells || 5690
|-
| GR met3 Demand/Resource || 0.02883
|-
| Storage element area || 890.9 µm²
|-
| Total via count in the routed design || 8177
|-
| Maximum vdd drop || 253.8 µV
|-
| Int Pwr || 1.149 mW
|-
| Synth cell types || 34
|-
| Sinks on Clock Net || 32
|-
| Tally of OpenROAD warnings || 33
|-
| Largest fanout on the critical path || 2
|-
| Remaining antenna violation count after routing || 0
|-
| Synthesis-to-layout area growth || 73.89%
|-
| Critical path data required time || 7020 ps
|-
| Iteration count of the initial detailed-routing pass || 4
|-
| TritonCTS clock tree || done
|-
| Clock-pin slew on the worst setup and hold paths || 50 ps
|-
| Synth Instances || 918
|-
| Power per cell area || 132.9 nW/µm²
|-
| Routed vias/inst || 3.810
|-
| Largest net degree at the start of global routing || 18
|-
| Number of antenna violations at the first check in global routing || 1
|-
| Delay of the slowest cell on the worst path || 560 ps
|-
| GR Util All Layers || 0.1387
|-
| Number of antenna cells inserted || 0
|-
| Global route hottest layer || met2
|-
| Number of H-tree levels || 2
|-
| Final count of negative-setup-slack endpoints || 0
|-
| Site row count || 85
|-
| Initial standard-cell utilization of the core || 0.1532
|-
| Number of hold-slack violations in the final timing report || 0
|-
| Type of element capturing the critical path || flop
|-
| Max-area cell share || 0.5451
|-
| Cell with the most instances on the worst path || sky130_fd_sc_hd__fa_1
|-
| Leakage power total || 5.584 nW
|-
| Dominant cell type by area after synthesis || sky130_fd_sc_hd__xor2_1
|-
| Fin Clk Skew || 7.715 ps
|-
| Critical path cell sequence || inv_1 -> fa_1 -> inv_1 -> ha_1 -> or2_2 -> fa_1 -> fa_1 -> inv_1 -> fa_1 -> inv_1 -> ha_1 -> ha_1 -> fa_1 -> a21oi_1 -> o21bai_1 -> a21oi_1 -> nor2_1
|-
| Worst slack on hold paths || 438.2 ps
|-
| Global-route track usage on met2 || 0.2379
|-
| Yosys stat area || 8243 µm²
|-
| Total die size || 64010 µm²
|-
| Chip height || 253 µm
|-
| Slew Viols, Final || 0
|-
| Net switching fraction of the power || 0.3968
|}
logic make-up after synthesis:
group           synth area share
xor+xnor                  0.5492
buf+inv                   0.1155
compound gates           0.01670
flops                     0.1081
other cells            0.0004549
mux                     0.002429
simple gates              0.1421
fa+ha+maj                0.06557
power groups by stage:
stage	clock network [mW]	registers, mW	logic, mW
6_report	0.194	0.266	1.45
4_1_cts	0.200	0.266	1.46
5_1_grt	0.210	0.269	1.62
registers in the layout (all words and copies together), names as in the netlist, 2 cells and up:
| register | cells |
|---|---|
| fsm_ns | 3 |
| result | 8 |
| fsm_cs | 3 |
| cp14 | 2 |
area by class of cell:
type	instances	share of cell area
flip-flops and latches	32	0.06215
repair buffers	592	0.4069
clock inverters	2	0.0005237
well taps	696	0.06075
inverters	32	0.008380
clock buffers	5	0.008729
multi-input cells	787	0.4525
critical path, delay by kind of cell (launching register included):
family	cells	cell delay [ps]
AOI/OAI and AO/OA	3	440
adders and majority gates	8	3190
DFF	1	320
and+or+nand+nor	2	330
buffers and inverters	4	190
routing by layer:
layer / share of wire / routed length, µm / up-vias
li1: - / - / 4060
met2: 0.50 / 22990 / 320
met5: 0 / 0 / -
met4: 0.012 / 570 / 0
met3: 0.070 / 3202 / 29
met1: 0.42 / 19110 / 3768
per-stage QoR:
step / power [mW] / instances / worst slack (ps) / cell area [µm²]
CTS: 1.924 / 2146 / 2252 / 14330
floorplan: 1.131 / 941 / 2499 / 8329
global placement: 1.676 / 2139 / 2345 / 14200
global route: 2.100 / 2146 / 2081 / 14330
finish: 1.904 / 2146 / 2280 / 14330
detailed placement: 1.690 / 2139 / 2306 / 14200
path summary, 6_finish.rpt:
kind	end	cells past startpoint	slack, ps	from
setup / recovery	result[7]	17	2280	cp7[0]
hold / removal	fsm_cs[1]	1	440	fsm_ns[1]
setup reg to reg	result[7]	17	2280	cp7[0]
hold reg to reg	fsm_cs[1]	1	440	fsm_ns[1]
cell usage in the layout (no fill, tap or decap):
| cell | synthesis | layout |
|---|---|---|
| sky130_fd_sc_hd__inv_1 | 32 | 32 |
| sky130_fd_sc_hd__xnor2_1 | 2 | 2 |
| sky130_fd_sc_hd__xor2_1 | 513 | 513 |
| sky130_fd_sc_hd__o21ai_1 | 10 | 10 |
| sky130_fd_sc_hd__nand2b_1 | 2 | 2 |
| sky130_fd_sc_hd__maj3_1 | 1 | 1 |
| sky130_fd_sc_hd__dfxtp_1 | 7 | 7 |
| sky130_fd_sc_hd__nor4_1 | 120 | 120 |
| sky130_fd_sc_hd__clkdlybuf4s50_1 | 0 | 555 |
| sky130_fd_sc_hd__nor2b_1 | 3 | 3 |
| sky130_fd_sc_hd__xor2_2 | 1 | 1 |
| sky130_fd_sc_hd__and2_1 | 4 | 4 |
| sky130_fd_sc_hd__nor4_2 | 8 | 8 |
| sky130_fd_sc_hd__a21o_1 | 2 | 2 |
| sky130_fd_sc_hd__clkinv_1 | 0 | 2 |
| sky130_fd_sc_hd__or2_2 | 1 | 1 |
| sky130_fd_sc_hd__nor3_1 | 1 | 1 |
| sky130_fd_sc_hd__a21oi_1 | 2 | 2 |
| sky130_fd_sc_hd__conb_1 | 1 | 24 |
| sky130_fd_sc_hd__nand4_1 | 32 | 32 |
| sky130_fd_sc_hd__o21a_1 | 1 | 1 |
| sky130_fd_sc_hd__a211oi_1 | 1 | 1 |
| sky130_fd_sc_hd__nor2_1 | 9 | 9 |
| sky130_fd_sc_hd__clkbuf_16 | 0 | 5 |
| sky130_fd_sc_hd__fa_1 | 14 | 14 |
| sky130_fd_sc_hd__buf_4 | 36 | 37 |
| sky130_fd_sc_hd__ha_1 | 20 | 20 |
| sky130_fd_sc_hd__mux2i_1 | 2 | 2 |
| sky130_fd_sc_hd__o21bai_1 | 1 | 1 |
| sky130_fd_sc_hd__nand2_1 | 5 | 5 |
| sky130_fd_sc_hd__edfxtp_1 | 25 | 25 |
| sky130_fd_sc_hd__o21ai_0 | 8 | 8 |
No activity file was given, so power comes from the tool's default toggle rates.
