==> ./design.v <==
module afu_user #(ADDR_LMT = 20, MDATA = 14, CACHE_WIDTH = 512) 
(
   input                   clk,                
   input                   reset_n,                  
   output [ADDR_LMT-1:0]   rd_req_addr,           
   output [MDATA-1:0] 	   rd_req_mdata,            
   output reg              rd_req_en,             
   input                   rd_req_almostfull,           
   input                   rd_rsp_valid,       
   input [MDATA-1:0] 	   rd_rsp_mdata,            
   input [CACHE_WIDTH-1:0] rd_rsp_data,           
   output [ADDR_LMT-1:0]    wr_req_addr,           
   output [MDATA-1:0] 	    wr_req_mdata,            
   output [CACHE_WIDTH-1:0] wr_req_data,    
   output reg               wr_req_en,             
   input                    wr_req_almostfull,           
   input                    wr_rsp0_valid,       
   input [MDATA-1:0] 	    wr_rsp0_mdata,            
   input                    wr_rsp1_valid,       
   input [MDATA-1:0] 	    wr_rsp1_mdata,            
   input                    start,                
   output reg               done,          
   input [511:0] 	    afu_context
);
   assign rd_req_mdata = 0;            
   assign wr_req_mdata = 0;            
   reg addr_cnt_inc;
   reg addr_cnt_clr;
   reg [31:0] addr_cnt;
   always @ (posedge clk) begin
      if(!reset_n) 
	addr_cnt <= 0;
      else 
        if(addr_cnt_inc) 
          addr_cnt <= addr_cnt + 1;
	else if(addr_cnt_clr)
	  addr_cnt <= 'd0;
   end   
   reg [31:0] addr_cnt_R;
   reg addr_cnt_inc_R;
   reg addr_cnt_clr_R;
   always @ (posedge clk) begin
      if(!reset_n) 
	addr_cnt_R <= 0;
      else 
        if(addr_cnt_inc_R) 
          addr_cnt_R <= addr_cnt_R + 1;
	else if(addr_cnt_clr_R)
	  addr_cnt_R <= 'd0;
   end   
   assign rd_req_addr = addr_cnt;           
   assign wr_req_addr = addr_cnt;           
   wire [31:0] num_clines;
   assign num_clines = 32'd1000000;
   reg [31:0] seed_1, seed_2, seed_3, seed_4, seed_5;
   reg [31:0] range;
   reg [31:0] a_1, a_2, a_3, a_4, a_5;
   reg [31:0] b_1, b_2, b_3, b_4, b_5;
   wire w_done;
   reg 	w_start = 1'b0;
   reg [479:0] out_result;
   reg  control = 1'b0;
   assign wr_req_data = out_result;
   always @ (posedge clk) begin
            if(control) begin
	     case(addr_cnt_R)
	       'd0:
		 begin
		     out_result[31:0]= seed_1;
   		     out_result[63:32]= seed_2;
   		     out_result[95:64]= seed_3;
   		     out_result[127:96]= seed_4;
   		     out_result[159:128]= seed_5;
		 end
	       'd1:
		 begin
		     out_result[191:160]= seed_1;
   		     out_result[223:192]= seed_2;
   		     out_result[255:224]= seed_3;
   		     out_result[287:256]= seed_4;
   		     out_result[319:288]= seed_5;
		 end
	       'd2:
		 begin
		     out_result[351:320]= seed_1;
                     out_result[383:352]= seed_2;
                     out_result[415:384]= seed_3;
                     out_result[447:416]= seed_4;
                     out_result[479:448]= seed_5;
		 end
      	     endcase  
         end
     end  
   localparam [2:0]
     FSM_WR_IDLE   = 3'd0,
     FSM_WR_REQ = 3'd1,
     FSM_WR_RSP = 3'd2,
     FSM_WR_DONE = 3'd3;
   reg [2:0] fsm_cs_w, fsm_ns_w; 
   always @ (posedge clk) begin
      if(!reset_n) fsm_cs_w <= FSM_WR_IDLE;
      else         fsm_cs_w <= fsm_ns_w; 
   end   
   always @ (posedge clk) begin
        fsm_ns_w = fsm_cs_w;
        addr_cnt_clr = 1'b0;
        addr_cnt_inc = 1'b0;
        wr_req_en = 1'b0; 
        done = 1'b0; 
        case(fsm_cs_w)
          FSM_WR_IDLE: begin
              if (w_start) begin
                 fsm_ns_w = FSM_WR_REQ;
              end
              if(addr_cnt >= num_clines) begin
		 fsm_ns_w = FSM_WR_DONE;                  
	      end          
           end
          FSM_WR_REQ:begin	                   
               if(!wr_req_almostfull)begin
                 wr_req_en = 1'b1;     
		 fsm_ns_w = FSM_WR_RSP; 
               end
          end
          FSM_WR_RSP:begin
	       if(wr_rsp0_valid | wr_rsp1_valid) begin
		  fsm_ns_w = FSM_WR_IDLE;                  
		  addr_cnt_inc = 1'b1;  
	       end
	  end   
          FSM_WR_DONE:begin
             done   = 1'b1;      
             fsm_ns_w = FSM_WR_DONE;  
          end 
        endcase
    end
   localparam [2:0]
     FSM_IDLE   = 3'd0,
     FSM_RD_REQ = 3'd1,
     FSM_RD_RSP = 3'd2,
     FSM_RNG_RUN = 3'd3,
     FSM_RNG_WR = 3'd4,
     FSM_RNG_DONE = 3'd5;
   reg [2:0] fsm_cs, fsm_ns; 
   always @ (posedge clk) begin
      if(!reset_n) fsm_cs <= FSM_IDLE;
      else         fsm_cs <= fsm_ns; 
   end   
   always @ (posedge clk) begin
      fsm_ns = fsm_cs;
      rd_req_en = 1'b0; 
      addr_cnt_clr_R = 1'b0;
      addr_cnt_inc_R = 1'b0;
      control = 1'b0;
      w_start = 1'b0;
      case(fsm_cs)
         FSM_IDLE: begin
            if(start) begin
               fsm_ns = FSM_RD_REQ;
            end
         end
         FSM_RD_REQ: begin
            if(!rd_req_almostfull) begin           
               rd_req_en = 1'b1;             
               fsm_ns = FSM_RD_RSP;
            end
         end
         FSM_RD_RSP: begin
            if(rd_rsp_valid) begin
               range   <= rd_rsp_data[31:0];
               seed_1  <= rd_rsp_data[63:32];
	       a_1 <= rd_rsp_data[95:64];
	       b_1 <= rd_rsp_data[127:96];
	       seed_2 <= rd_rsp_data[159:128];
	       a_2 <= rd_rsp_data[191:160];
	       b_2 <= rd_rsp_data[223:192];
	       seed_3 <= rd_rsp_data[255:224];
	       a_3 <= rd_rsp_data[287:256];
	       b_3 <= rd_rsp_data[319:288];
	       seed_4 <= rd_rsp_data[351:320];
	       a_4 <= rd_rsp_data[383:352];
	       b_4 <= rd_rsp_data[415:384];
	       seed_5 <= rd_rsp_data[447:416];
	       a_5 <= rd_rsp_data[479:448];
               b_5 <= rd_rsp_data[511:480];
	       fsm_ns = FSM_RNG_RUN;
	    end
	 end
         FSM_RNG_RUN: begin
            if(addr_cnt >= num_clines) begin
		fsm_ns = FSM_RNG_DONE;                  
	    end
            if(addr_cnt_R >= 3) begin
		fsm_ns = FSM_RNG_WR;                  
	    end            
            else begin
                seed_1 <= (seed_1 * a_1 + b_1) % range;
                seed_2 <= (seed_2 * a_2 + b_2) % range;
                seed_3 <= (seed_3 * a_3 + b_3) % range;
                seed_4 <= (seed_4 * a_4 + b_4) % range;
                seed_5 <= (seed_5 * a_5 + b_5) % range;
                addr_cnt_inc_R = 1'b1;  
                control = 1'b1;       
            end
         end  
         FSM_RNG_WR: begin
            if(!w_start) begin
                 w_start = 1'b1;
                 addr_cnt_clr_R = 1'b1;
                 fsm_ns = FSM_RNG_RUN;                 
            end
         end              
         FSM_RNG_DONE: begin
             fsm_ns = FSM_RNG_DONE;  
          end
      endcase
   end
endmodule
==> ./run.sh <==
#!/bin/bash
# OpenROAD 26Q1-2900-gdf79404cd8, Yosys 0.63+post, stock flow scripts
make -C /OpenROAD-flow-scripts/flow DESIGN_CONFIG=/design/flow/config.mk WORK_HOME=/design/flow/orfs finish
==> ./config.mk <==
export PLATFORM = sky130hd
export DESIGN_NAME = afu_user
export DESIGN_NICKNAME = afu_user
export VERILOG_FILES = /design/flow/design.v
export SDC_FILE = /design/flow/constraint.sdc
export NUM_CORES = 4
export LEC_CHECK = 1
export CORE_UTILIZATION = 50
==> ./constraint.sdc <==
current_design afu_user

set clk_period 191.3
set clk_io_pct 0.2

create_clock -name clk0 -period $clk_period [get_ports {clk}]

set non_clock_inputs [all_inputs -no_clocks]
set_input_delay [expr $clk_period * $clk_io_pct] -clock clk0 $non_clock_inputs
set_output_delay [expr $clk_period * $clk_io_pct] -clock clk0 [all_outputs]
==> out/metrics.yaml <==
outcome:
  outcome: "finished clean"
synth:
  mappedNetlistArea_um2: 259000
  netlist_logic_family_top: "adder cells"
  synth_xor_xnor_area_share_pct: 7.05
  mux_cell_area_share_pct: 1.87
  syn_inst: 32104
  syn-mean-instance-area_um2: 8.06
  flop_cell: "sky130_fd_sc_hd__edfxtp_1"
  yosys_warnings: 1
  aoi_share_pct: 18.9
  post_synth_tally_of_flip_flops_with_integrated_enable: 992
  synthArstFlopShare_pct: 0
  ys_seq_share_pct: 12.2
  post_synthesis_cell_count_from_yosys: 32104
  synthAdderAreaFrac_pct: 32.8
  synth_flops: 1076
  simple_gate_area_share_pct: 20.8
  yosys.stat.chipArea_um2: 259000
  synth_cell_type_count: 114
clock_tree:
  post-cts-setup-buffer-count: 0
  ctsResizeCount: 0
  clkTransAtPathRegs_ns: 0.05
  clock.latency.late_pin_ns: 0.98
  cts_inserted_buffers: 135
  cts.root.buffer_cell: "sky130_fd_sc_hd__clkbuf_16"
  cts_tree: "yes"
  clock_tree.buffer_depth: 4
  cts_htree_levels: 4
  clock-sinks: 1076
  cts_hold_buf: 0
finish:
  finish.utilization_pct: 55.3
  largest_reg_flops: 480
  drive_gt1_share_pct: 5.56
  stdcell_count: 40015
  layout_top_cells_excl_fill_tap: "sky130_fd_sc_hd__nand2_1, sky130_fd_sc_hd__ha_1, sky130_fd_sc_hd__inv_1, sky130_fd_sc_hd__nor2_1, sky130_fd_sc_hd__fa_1"
  num-fill-cells: 47574
  mostFrequentLayoutCell: "sky130_fd_sc_hd__nand2_1"
  syn2layout_area_growth_pct: 9.90
detailed_routing:
  drt-initial-drc-count: 16992
  detailroute.via_count: 236499
  route.antenna.remaining_nets: 0
  drt_drc_violations_left: 0
  wl_per_cell_um: 24.2
  first_pass_iters: 6
  detail_route.wirelength_mm: 969
  vias_per_cell: 5.91
final_timing:
  slew-limit-headroom_pct: 22.9
  min_period_over_period_pct: 51.8
  final.setup.tns_ns: 0
  fin_skew_ns: 0.171
  timing.final.setup_violations: 0
  final_period_minus_worst_setup_slack_ns: 99.04
  worst_pin_slew_ns: 1.14
  final-max-slew-violation-count: 0
  unrepaired_setup_endpoints_after_global_routing: "no"
  max_clock_freq_ghz: 0.0101
  worst_hold_slack_ns: 0.423
  final_hold_viol_count: 0
worst_setup_path:
  reg2regPathDepth: 372
  worst_setup_path_endpoint: "seed_3[29]$_DFFE_PP_"
  worst-setup-path-type: "reg2reg"
  crit_slowest_cell: "sky130_fd_sc_hd__o41ai_1"
  timing.critical_path.mode_cell: "sky130_fd_sc_hd__ha_1"
  timing.critical_path.from_type: "flop"
  worst_r2r_startpoint: "seed_3[2]$_DFFE_PP_"
  worst-endpoint-arrival_ns: 99.76
  timing.critical_path.required_ns: 192.02
  peak_per_stage_delay_on_the_critical_path_ns: 0.78
  crit-reg2reg-capture: "seed_3[29]$_DFFE_PP_"
  timing.critical_path.from: "seed_3[2]$_DFFE_PP_"
  setup_slack_of_the_most_critical_reg_to_reg_path_ns: 92.26
  timing.critical_path.fanout_max: 37
  worst_setup_end_kind: "flop"
global_routing:
  first_global_vias: 226811
  grt_max_degree: 71
  wire_length_of_the_first_global_routing_pass_mm: 1440
  antenna_found_initial: 91
  grt_remaining_overflow: 0
  grt_util_all_layers_pct: 38.6
place:
  placed_cells_incl_taps: 39738
  globalplace.congestion: 1.01
  hpwl_mm: 772
  io_buffer_count: 1042
die:
  core_um2: 514000
  fp.dieArea_um2: 520000
  io-pin-count: 1657
  die_y_um: 721
  row_count: 263
  die_w_um: 721
  floorplan.initialDensity_pct: 50.3
job:
  cap_violations: 0
  openroad.warnings: 595
hold_path:
  hold_path_class: "reg2reg"
==> through the flow <==
step / setup WS (ns) / area, um2
2_1_floorplan: 108.38 / 259000
3_3_place_gp: 95.08 / 280000
3_5_place_dp: 94.73 / 280000
4_1_cts: 94.30 / 284000
5_1_grt: 86.30 / 284000
6_report: 92.26 / 284000
==> cells by family after synthesis <==
logic type               count (synthesis)
AND-OR/OR-AND                         7528
XOR/XNOR                              2079
adder cells (fa/ha/maj)               5471
buffers and inverters                 4315
flip-flops                            1076
multiplexers                           445
other                                    1
AND/OR/NAND/NOR                      11189
==> synthesized netlist by cell type, types with 49 or more instances <==
cell | number | area share [%]
sky130_fd_sc_hd__buf_1 | 91 | 0.13
sky130_fd_sc_hd__dfxtp_1 | 84 | 0.65
sky130_fd_sc_hd__o21ai_1 | 95 | 0.18
sky130_fd_sc_hd__a41oi_1 | 53 | 0.18
sky130_fd_sc_hd__xor2_1 | 742 | 2.5
sky130_fd_sc_hd__a21o_1 | 917 | 2.7
sky130_fd_sc_hd__a31oi_1 | 317 | 0.77
sky130_fd_sc_hd__xnor2_1 | 1335 | 4.5
sky130_fd_sc_hd__nor3_1 | 872 | 1.7
sky130_fd_sc_hd__or2_2 | 198 | 0.48
sky130_fd_sc_hd__o221ai_1 | 49 | 0.17
sky130_fd_sc_hd__clkbuf_1 | 925 | 1.3
sky130_fd_sc_hd__nand3_1 | 532 | 1.0
sky130_fd_sc_hd__nand2b_1 | 285 | 0.69
sky130_fd_sc_hd__mux2i_1 | 141 | 0.55
sky130_fd_sc_hd__edfxtp_1 | 992 | 12
sky130_fd_sc_hd__o211ai_1 | 133 | 0.39
sky130_fd_sc_hd__nand4_1 | 219 | 0.53
sky130_fd_sc_hd__and3_1 | 203 | 0.49
sky130_fd_sc_hd__nor4_1 | 96 | 0.23
sky130_fd_sc_hd__nor2_1 | 2631 | 3.8
sky130_fd_sc_hd__a31o_2 | 79 | 0.27
sky130_fd_sc_hd__o2111ai_1 | 83 | 0.28
sky130_fd_sc_hd__nand3b_1 | 49 | 0.14
sky130_fd_sc_hd__a21oi_1 | 2051 | 4.0
sky130_fd_sc_hd__a211o_1 | 66 | 0.22
sky130_fd_sc_hd__buf_4 | 105 | 0.30
sky130_fd_sc_hd__nor3b_1 | 49 | 0.14
sky130_fd_sc_hd__and2_1 | 1864 | 4.5
sky130_fd_sc_hd__o21a_1 | 871 | 2.5
sky130_fd_sc_hd__o31ai_1 | 223 | 0.65
sky130_fd_sc_hd__o21ai_0 | 1413 | 2.7
sky130_fd_sc_hd__a211oi_1 | 177 | 0.51
sky130_fd_sc_hd__ha_1 | 3276 | 16
sky130_fd_sc_hd__fa_1 | 2195 | 17
sky130_fd_sc_hd__mux2_2 | 302 | 1.3
sky130_fd_sc_hd__or3_1 | 269 | 0.65
sky130_fd_sc_hd__nor2b_1 | 421 | 1.0
sky130_fd_sc_hd__o22ai_1 | 69 | 0.17
sky130_fd_sc_hd__o31a_1 | 81 | 0.27
sky130_fd_sc_hd__o21bai_1 | 154 | 0.45
sky130_fd_sc_hd__a21boi_0 | 102 | 0.30
sky130_fd_sc_hd__inv_1 | 3166 | 4.6
sky130_fd_sc_hd__nand2_1 | 3335 | 4.8
==> cell type report <==
| class | instances | area, um2 | share of cell area (%) |
|---|---|---|---|
| repair buffers | 1832 | 16400 | 5.77 |
| flip-flops and latches | 1076 | 31500 | 11.1 |
| inverters | 3168 | 12000 | 4.23 |
| clock inverters | 79 | 723 | 0.254 |
| diodes | 43 | 108 | 0.0378 |
| clock buffers | 155 | 3520 | 1.24 |
| well taps | 6890 | 8620 | 3.03 |
| multi-input cells | 26772 | 212000 | 74.4 |
==> routing by layer <==
metal | vias up | wire length, um | global-route usage (%)
met2 | 9709 | 392000 | 53.0
met4 | 78 | 41100 | 12.6
met3 | 1332 | 117000 | 15.9
met5 | - | 1130 | 1.14
li1 | 112798 | - | -
met1 | 112582 | 417000 | 56.7
==> critical path: cells and delay by family (launching register included) <==
kind,cells,cell delay [ns]
AND-OR/OR-AND,189,52.17
XOR/XNOR,1,0.15
adder cells (fa/ha/maj),41,13.86
buffers and inverters,33,6.77
multiplexers,8,2.88
flip-flops,1,0.69
AND/OR/NAND/NOR,100,21.89
==> worst min-delay path by stage <==
stage	start	to	slack [ns]	cells past startpoint
after CTS	fsm_cs_w[2]$_SDFF_PN0_	fsm_ns_w[2]$_DFF_P_	0.42	0
after global routing	fsm_cs_w[2]$_SDFF_PN0_	fsm_ns_w[2]$_DFF_P_	0.44	0
final	fsm_cs_w[2]$_SDFF_PN0_	fsm_ns_w[2]$_DFF_P_	0.42	0
